==> flow/design.v <==
module router #(parameter WIDTH = 8, DEPTH = 4)(
    input clk,
    input rst,
    input [WIDTH-1:0] data_in_local,
    input valid_in_local,
    output wire ready_out_local,
    input [WIDTH-1:0] data_in_north,
    input valid_in_north,
    output wire ready_out_north,
    input [WIDTH-1:0] data_in_south,
    input valid_in_south,
    output wire ready_out_south,
    input [WIDTH-1:0] data_in_east,
    input valid_in_east,
    output wire ready_out_east,
    input [WIDTH-1:0] data_in_west,
    input valid_in_west,
    output wire ready_out_west,
    output reg [WIDTH-1:0] data_out_local,
    output reg valid_out_local,
    input ready_in_local,
    output reg [WIDTH-1:0] data_out_north,
    output reg valid_out_north,
    input ready_in_north,
    output reg [WIDTH-1:0] data_out_south,
    output reg valid_out_south,
    input ready_in_south,
    output reg [WIDTH-1:0] data_out_east,
    output reg valid_out_east,
    input ready_in_east,
    output reg [WIDTH-1:0] data_out_west,
    output reg valid_out_west,
    input ready_in_west
);
    localparam CUR_X = 2'b01;
    localparam CUR_Y = 2'b01;
    wire [WIDTH-1:0] fifo_out_local, fifo_out_north, fifo_out_south, fifo_out_east, fifo_out_west;
    wire fifo_valid_local, fifo_valid_north, fifo_valid_south, fifo_valid_east, fifo_valid_west;
    fifo #(WIDTH, DEPTH) fifo_local (
        .clk(clk), .rst(rst),
        .data_in(data_in_local), .write_en(valid_in_local),
        .data_out(fifo_out_local), .read_en(ready_out_local),
        .valid(fifo_valid_local), .ready(ready_out_local)
    );
    fifo #(WIDTH, DEPTH) fifo_north (
        .clk(clk), .rst(rst),
        .data_in(data_in_north), .write_en(valid_in_north),
        .data_out(fifo_out_north), .read_en(ready_out_north),
        .valid(fifo_valid_north), .ready(ready_out_north)
    );
    fifo #(WIDTH, DEPTH) fifo_south (
        .clk(clk), .rst(rst),
        .data_in(data_in_south), .write_en(valid_in_south),
        .data_out(fifo_out_south), .read_en(ready_out_south),
        .valid(fifo_valid_south), .ready(ready_out_south)
    );
    fifo #(WIDTH, DEPTH) fifo_east (
        .clk(clk), .rst(rst),
        .data_in(data_in_east), .write_en(valid_in_east),
        .data_out(fifo_out_east), .read_en(ready_out_east),
        .valid(fifo_valid_east), .ready(ready_out_east)
    );
    fifo #(WIDTH, DEPTH) fifo_west (
        .clk(clk), .rst(rst),
        .data_in(data_in_west), .write_en(valid_in_west),
        .data_out(fifo_out_west), .read_en(ready_out_west),
        .valid(fifo_valid_west), .ready(ready_out_west)
    );
    wire [1:0] dest_x = fifo_out_local[7:6];
    wire [1:0] dest_y = fifo_out_local[5:4];
    always @(posedge clk or posedge rst) begin
        if (rst) begin
            data_out_local <= 0; valid_out_local <= 0;
            data_out_north <= 0; valid_out_north <= 0;
            data_out_south <= 0; valid_out_south <= 0;
            data_out_east  <= 0; valid_out_east  <= 0;
            data_out_west  <= 0; valid_out_west  <= 0;
        end else begin
            valid_out_local <= 0;
            valid_out_north <= 0;
            valid_out_south <= 0;
            valid_out_east  <= 0;
            valid_out_west  <= 0;
            if (fifo_valid_local) begin
                if (dest_x > CUR_X && ready_in_east) begin
                    data_out_east  <= fifo_out_local;
                    valid_out_east <= 1;
                end else if (dest_x < CUR_X && ready_in_west) begin
                    data_out_west  <= fifo_out_local;
                    valid_out_west <= 1;
                end else if (dest_y > CUR_Y && ready_in_south) begin
                    data_out_south <= fifo_out_local;
                    valid_out_south <= 1;
                end else if (dest_y < CUR_Y && ready_in_north) begin
                    data_out_north <= fifo_out_local;
                    valid_out_north <= 1;
                end else if (dest_x == CUR_X && dest_y == CUR_Y && ready_in_local) begin
                    data_out_local <= fifo_out_local;
                    valid_out_local <= 1;
                end
            end
        end
    end
endmodule
module fifo #(parameter WIDTH = 8, DEPTH = 4)(
    input clk,
    input rst,
    input [WIDTH-1:0] data_in,
    input write_en,
    output [WIDTH-1:0] data_out,
    input read_en,
    output reg valid,
    output reg ready
);
    reg [WIDTH-1:0] mem [0:DEPTH-1];
    reg [$clog2(DEPTH):0] wr_ptr, rd_ptr;
    reg [$clog2(DEPTH+1):0] count;
    assign data_out = mem[rd_ptr];
    always @(posedge clk or posedge rst) begin
        if (rst) begin
            wr_ptr <= 0;
            rd_ptr <= 0;
            count  <= 0;
            valid  <= 0;
            ready  <= 1;
        end else begin
            if (write_en && (count < DEPTH)) begin
                mem[wr_ptr] <= data_in;
                wr_ptr <= wr_ptr + 1;
                count <= count + 1;
            end
            if (read_en && (count > 0)) begin
                rd_ptr <= rd_ptr + 1;
                count <= count - 1;
            end
            valid <= (count > 0);
            ready <= (count < DEPTH);
        end
    end
endmodule
==> flow/run.sh <==
#!/bin/bash
# OpenROAD 26Q1-2900-gdf79404cd8, Yosys 0.63+post, stock flow scripts
make -C /OpenROAD-flow-scripts/flow DESIGN_CONFIG=/design/flow/config.mk WORK_HOME=/design/flow/orfs finish
==> flow/config.mk <==
export PLATFORM = sky130hd
export DESIGN_NAME = router
export DESIGN_NICKNAME = router
export VERILOG_FILES = /design/flow/design.v
export SDC_FILE = /design/flow/constraint.sdc
export NUM_CORES = 4
export LEC_CHECK = 1
export CORE_UTILIZATION = 50
==> flow/constraint.sdc <==
current_design router

set clk_period 6.6
set clk_io_pct 0.2

create_clock -name clk0 -period $clk_period [get_ports {clk}]

set non_clock_inputs [all_inputs -no_clocks]
set_input_delay [expr $clk_period * $clk_io_pct] -clock clk0 $non_clock_inputs
set_output_delay [expr $clk_period * $clk_io_pct] -clock clk0 [all_outputs]
==> run summary <==
Entry: Yosys synthesis followed by OpenROAD place and route.

Power and ir drop:
- The run puts the leakage dissipation at 2.46 nW.
- The run gives the maximum ir drop on the vdd rail as 0.143 mV.
- The run puts the power per cell area at 210 mW/mm^2.
- The run gives the total power as 1.17 mW.

Synth:
- After technology mapping, the gate count stands at 315.
- The run puts the number of warnings issued by yosys at 3.
- For this design, Yosys synthesis ends with a cell count of 315.
- Of the synthesized area, sequential elements account for 62.5%.
- The most used flip-flop cell after synthesis is sky130_fd_sc_hd__dfrtp_1.
- The run gives the post-synth area from yosys stat as 0.00455 sq mm.
- The run gives the post-synthesis cell area as 0.00455 sq mm.
- The run gives the average size of a mapped cell as 14.4 sq um.
- The run gives the count of flip-flops with a built-in enable after synthesis as 32.
- The run gives the fraction of synthesis flops using an asynchronous set or reset pin as 70.1%.
- The run puts the count of cell types in the netlist at 41.
- The run gives the area share of the largest cell type after synthesis as 38.5%.
- The run gives the cell type with the largest total area after synthesis as sky130_fd_sc_hd__dfrtp_1.
- By area the synthesized netlist is led by sky130_fd_sc_hd__dfrtp_1 39%, sky130_fd_sc_hd__edfxtp_1 21%, sky130_fd_sc_hd__mux2_2 6.2%, sky130_fd_sc_hd__ha_1 5.0%, sky130_fd_sc_hd__dfstp_2 2.9%.
- The synthesized design contains 107 register bits.

STA:
- The run puts the clock skew at 0.0107 ns.
- The run gives the final number of setup-violating endpoints as 0.
- The run gives the minimum hold slack as 0.467 ns.
- The run gives the maximum clock frequency as 355 MHz.
- The run puts the final critical-path share of the clock period at 42.6%.
- The run puts the final setup TNS at 0 ns.
- The run puts the final-report max-slew violation count at 0.
- The run gives the normalized max-slew margin as 42.8%.
- The run puts the final number of hold-violating endpoints at 0.
- Setup repair after global routing left no endpoint under its margin.
- The transition time recorded at the tightest slew-check pin is 0.847 ns.
- After layout, the minimum clock period comes to 2.81 ns.
- The final timing report gives a worst setup slack of 3.79 ns.

Flow run:
- Across the run, the number of max-cap violations was 0.
- The run gives the number of warning messages in the logs as 64.

Clock tree:
- The run puts the number of buffers inserted by post-CTS setup repair at 0.
- The run gives the clock latency of the later-clocked register in the worst-skew pair as 0.36 ns.
- After clock tree synthesis, the repair step resized 0 gates.
- The run gives the H-tree depth reported by CTS as 3.
- The run puts the number of buffers on the longest clock path at 2.
- TritonCTS built the clock tree.
- The run gives the cell chosen for the clock root as sky130_fd_sc_hd__clkbuf_8.
- The number of clock buffers added by TritonCTS is 9.
- The run gives the number of sinks handled by clock tree synthesis as 107.
- The run puts the count of hold-fix buffers inserted at cts at 0.
- The run puts the clock-pin slew on the worst setup and hold paths at 0.10 ns.

Global route:
- Global routing consumed, on the met1 layer, 29.0% of the routing resources.
- The run gives the routing usage on met3 as 6.30%.
- Recorded from the global router log, the overflow total was 0.
- met2 track demand over resource after global routing is 26.6%.
- In this run the most used layer during global routing was met1.
- The run gives the initial antenna violation count as 0.
- The run gives the overall fraction of global-route tracks in use as 18.0%.
- The run puts the first-pass GRT wire length at 12800 um.
- Entering global routing, the biggest net connects 60 pins.
- The run gives the via count of the first global-routing pass as 2673.

Routing:
- The run puts the total number of vias at 2646.
- The run gives the number of design rule violations left after detail routing as 0.
- After detailed routing, the number of vias per cell comes to 5.26.
- TritonRoute output was used to compute an average wire per cell of 15.2 um.
- The run gives the overall routed net length as 7630 um.
- The run gives the first-iteration detailed-routing DRC count as 102.
- The run puts the number of detailed-route iterations in the first pass at 4.
- The run gives the number of antenna-violating nets in the routed design as 0.
- The run puts the count of antenna diodes in the layout at 0.

Cells and area:
- The run puts the area occupied by registers at 0.00284 sq mm.
- The run gives the number of standard cells in the layout, taps in and fillers out as 503.
- The run gives the core utilization of the finished layout as 63.3%.
- The run puts the relative area change from synthesis to final layout at 21.9%.
- Leaving out fill and tap cells, the most frequent cell in the layout is sky130_fd_sc_hd__dfrtp_1.
- The layout summary lists the proportion of cells stronger than drive strength 1 as 15.9%.
- The library cells used most frequently in the layout, excluding fill and tap cells, are 70 x sky130_fd_sc_hd__dfrtp_1, 69 x sky130_fd_sc_hd__clkdlybuf4s50_1, 33 x sky130_fd_sc_hd__inv_1.
- The run gives the combined area of the multi-input logic cells as 0.00153 sq mm.
- The run gives the post-route cell area as 0.00555 sq mm.
- The run gives the tally of filler cells in the layout as 688.

Floorplanning:
- In this run the full chip footprint comes out at 0.00948 sq mm.
- Before placement the cells fill 51.9% of the core.
- In this run the core area contains 34 standard-cell rows.
- The run gives the core outline area as 0.00876 sq mm.
- The run puts the chip height at 97.4 um.
- The run gives the width of the chip as 97.4 um.
- 102 I/O pins were placed.

Critical path:
- The run puts the worst endpoint data arrival time at 3.06 ns.
- The slowest stage of the critical path belongs to the cell sky130_fd_sc_hd__mux2i_1.
- The OpenROAD report gives the critical path a required time of 6.85 ns.
- The run puts the maximum fanout along the worst path at 9.
- For flop-to-flop paths, the worst setup slack is 3.79 ns.
- The run gives the startpoint type of the worst setup path as a flip-flop.
- The worst setup path is captured at a flip-flop.
- Per STA, the worst path is made up of inv_1 > ha_1 > mux2i_1 > nor3b_1 > nor4b_4 > mux2_2.
- The run puts the critical path's largest stage delay at 0.55 ns.
- The setup path with the least slack is of type flip-flop to flip-flop.

Run status:
- The run finished with clean final reports.

Placement:
- OpenSTA, run right after detailed placement, puts the worst setup slack at 3.55 ns.
- The run gives the routability congestion estimate as 0.815.
- The run puts the post-detailed-placement cell area at 0.00534 sq mm.
- The wire-length estimate of the detail-placed layout is 5270 um.
- The run gives the count of input and output buffers as 69.
- The run gives the number of cells after detailed placement as 487.

Min path:
- According to the hold report, the worst path is of the flip-flop to flip-flop type.
[worst max-delay path: cells and delay by family (launching register included)]
kind,cells,cell delay [ns]
adders and majority gates,1,0.49
DFF,1,0.41
muxes,2,0.95
and+or+nand+nor,2,0.72
buffers and inverters,1,0.12
[flip-flops by register name, indices dropped and copies added, names as in the netlist, 8 cells and up]
register and cells:
data_out_east 8, data_out_local 8, data_out_north 8, data_out_south 8
data_out_west 8, fifo_local.mem 32
[where the power goes]
part	switching [mW]	internal [mW]	total (mW)
combinational	0.0188	0.0387	0.0575
clock	0.226	0.182	0.409
sequential	0.00545	0.694	0.699
total	0.251	0.915	1.17
[logic make-up after synthesis]
| logic type | after synthesis | share of synthesized area [%] |
|---|---|---|
| DFF | 107 | 62.5 |
| muxes | 43 | 10.8 |
| adders and majority gates | 23 | 7.15 |
| buffers and inverters | 40 | 3.77 |
| AOI/OAI and AO/OA | 45 | 7.45 |
| xor gates and xnor gates | 12 | 2.31 |
| and+or+nand+nor | 45 | 5.97 |
[cell type report]
class	count	share of cell area (%)
flip-flops and latches	107	51.3
multi-input cells	168	27.6
repair buffers	70	12.6
well taps	108	2.44
inverters	34	2.30
clock buffers	9	2.23
clock inverters	7	1.51
[layer usage]
layer | part of all wire [%] | routed length (um)
met4 | 0.81 | 62
met3 | 7.0 | 532
met2 | 46 | 3510
met1 | 46 | 3520
met5 | 0 | 0
[synthesized netlist by cell type (2+ instances only)]
cell / count
sky130_fd_sc_hd__a21o_1: 9
sky130_fd_sc_hd__a21oi_1: 9
sky130_fd_sc_hd__a222oi_1: 8
sky130_fd_sc_hd__a41oi_1: 4
sky130_fd_sc_hd__and2_1: 4
sky130_fd_sc_hd__and2_2: 2
sky130_fd_sc_hd__buf_2: 2
sky130_fd_sc_hd__buf_6: 2
sky130_fd_sc_hd__dfrtp_1: 70
sky130_fd_sc_hd__dfstp_2: 5
sky130_fd_sc_hd__edfxtp_1: 32
sky130_fd_sc_hd__fa_1: 5
sky130_fd_sc_hd__ha_1: 18
sky130_fd_sc_hd__inv_1: 34
sky130_fd_sc_hd__mux2_2: 25
sky130_fd_sc_hd__mux2_4: 6
sky130_fd_sc_hd__mux2i_1: 12
sky130_fd_sc_hd__nand2_1: 9
sky130_fd_sc_hd__nand2b_1: 2
sky130_fd_sc_hd__nor2_1: 8
sky130_fd_sc_hd__nor2b_1: 4
sky130_fd_sc_hd__nor3_1: 4
sky130_fd_sc_hd__o21ai_0: 5
sky130_fd_sc_hd__o2bb2ai_1: 4
sky130_fd_sc_hd__o41ai_1: 4
sky130_fd_sc_hd__or2_2: 3
sky130_fd_sc_hd__xnor2_1: 7
sky130_fd_sc_hd__xor2_1: 5
[final timing paths]
kind / startpoint / endpoint / depth (start not counted)
worst max register to register: fifo_local.rd_ptr[0]$_DFFE_PP0P_ / data_out_north[2]$_DFFE_PP0P_ / 6
worst min-delay path: fifo_south.count[3]$_DFFE_PP0P_ / fifo_south.ready$_DFF_PP1_ / 1
min in group asynchronous: rst / fifo_local.count[3]$_DFFE_PP0P_ / 2
max in group asynchronous: rst / data_out_east[4]$_DFFE_PP0P_ / 3
worst min register to register: fifo_south.count[3]$_DFFE_PP0P_ / fifo_south.ready$_DFF_PP1_ / 1
worst max-delay path: fifo_local.rd_ptr[0]$_DFFE_PP0P_ / data_out_north[2]$_DFFE_PP0P_ / 6
Power and IR drop assume default switching activity.
